`design/flow/config.mk`:
```
export PLATFORM = sky130hd
export DESIGN_NAME = bram_stack
export DESIGN_NICKNAME = bram_stack
export VERILOG_FILES = /design/flow/design.v
export SDC_FILE = /design/flow/constraint.sdc
export NUM_CORES = 4
export LEC_CHECK = 1
export CORE_UTILIZATION = 40
```
`design/flow/constraint.sdc`:
```
current_design bram_stack

set clk_period 96.6
set clk_io_pct 0.2

create_clock -name clk0 -period $clk_period [get_ports {clk}]

set non_clock_inputs [all_inputs -no_clocks]
set_input_delay [expr $clk_period * $clk_io_pct] -clock clk0 $non_clock_inputs
set_output_delay [expr $clk_period * $clk_io_pct] -clock clk0 [all_outputs]
```
`design/flow/design.v`:
```
`default_nettype none
module bram_stack #(
    parameter DEPTH_LOG2 = 5,   
    parameter WIDTH = 32
) (
    input clk,
    input reset,
    input push,
    input pop,
    input [WIDTH-1:0] push_data,
    output reg [WIDTH-1:0] top_data = 0,
    output reg [WIDTH-1:0] second_data = 0,
    output reg [DEPTH_LOG2-1:0] depth = 0,
    input read_second,   
    input write_top,     
    input write_second,  
    input [WIDTH-1:0] write_data
);
    localparam SIZE = 2 ** DEPTH_LOG2;
    (* ram_style = "block" *)
    reg [WIDTH-1:0] mem [0:SIZE-1];
    reg [WIDTH-1:0] mem_out = 0;
    reg [DEPTH_LOG2-1:0] sp = 0;
    reg [1:0] state = 0;
    localparam IDLE = 0, READ_TOP = 1, READ_SECOND = 2;
    always @(posedge clk) begin
        if (reset) begin
            sp <= 0;
            depth <= 0;
            state <= IDLE;
        end else begin
            case (state)
                IDLE: begin
                    if (push) begin
                        mem[sp] <= push_data;
                        sp <= sp + 1;
                        depth <= depth + 1;
                        top_data <= push_data;
                    end else if (pop) begin
                        sp <= sp - 1;
                        depth <= depth - 1;
                        if (sp > 1) begin
                            top_data <= mem[sp-2];
                        end
                    end else if (write_top) begin
                        mem[sp-1] <= write_data;
                        top_data <= write_data;
                    end else if (write_second) begin
                        mem[sp-2] <= write_data;
                        second_data <= write_data;
                    end else if (read_second) begin
                        second_data <= mem[sp-2];
                    end
                    if (sp > 0) begin
                        top_data <= mem[sp-1];
                    end
                end
            endcase
        end
    end
endmodule
`default_nettype wire
```
`design/flow/run.sh`:
```
#!/bin/bash
# OpenROAD 26Q1-2900-gdf79404cd8, Yosys 0.63+post, stock flow scripts
make -C /OpenROAD-flow-scripts/flow DESIGN_CONFIG=/design/flow/config.mk WORK_HOME=/design/flow/orfs finish
```
==> results.txt <==
The run has ended; figures from its reports follow.

The flow ran to the end, and the final reports show no timing, DRC or antenna violations. The count of library flops with an enable pin came out at 1088. The cell sequence reported for the critical path is clkdlybuf4s50_1, nor4b_4, nand2_1, xnor2_1, a21oi_1, nand2b_1, nor3_2, buf_4. The row count came out at 131. TritonCTS built the clock tree. The sequential share of the synthesized area came out at 63.8%. The antenna violation net count after detailed routing is 0. The global placer's final weighted congestion is 0.898. The fraction of registers with async set or reset after synthesis is 0%. The post-route met1 wirelength is 45500 um.

Per the finish-stage timing summary, setup violations number 0. The first global-routing pass estimated 215000 um of wire. The most frequently used flop master after synthesis is sky130_fd_sc_hd__edfxtp_1. The number of buffers and inverters on the critical path came out at 2.

The growth of design area from synthesis to finish came out at 14.2%. STA classifies the critical path endpoint as a register. The total half-perimeter wirelength after legalization and detailed placement is 89600 um.

Measured against the total synthesized area, the mux share comes to 26.2%. The clock-pin slew on the worst setup and hold paths is 0.06 ns. The cell count after synthesis is 2745. After detailed routing, the number of vias per cell comes to 6.24. The post-layout period usage of the worst path came out at around 23%. The starting utilization of the core area came out at 40.4%. For this run, the detailed router's first-pass iteration total came to 6. The largest incremental delay on the critical path is 0.81 ns. The final max-slew violation count came out at 0. The leakage power is 18.4 nW. The register bit total from synthesis is 1098. The fraction of final layout cells with drive strength greater than 1 is 32.1%. The hold buffer count at cts is 0. The maximum fanout along the worst path came out at 32. During placement, the flow inserted port buffers numbering between 100 and 150. The script logs the mean routed wire length per placed instance as between 30 and 40 um. The pre-CTS setup check shows a worst slack of 73.53 ns. The post-cts resize count came out at 0.

The via count of the first global-routing pass is around 33k. Setup repair after global routing left no endpoint under its margin. The largest family of logic cells by area is multiplexers.

The post-synthesis share of cell area spent on and-or and or-and gates came out at under 10%. The total power divided by cell area is 21.6 nW/um2. The worst path in the final design needs a cycle of approximately 22 ns, including I/O delays and setup. The cell type of the slowest stage on the worst timing path is sky130_fd_sc_hd__clkdlybuf4s50_1. After detailed routing, no signal wire sits above met5. Per the CTS log, the root buffer master is sky130_fd_sc_hd__clkbuf_16. The routed wire length came out at 148000 um. The worst path required time came out at 96.91 ns. The class of the tightest hold or removal check is register to register. The summed standard-cell area reported by yosys is 51500 um2.

The die is roughly 360 um wide. Summing the areas of all xor and xnor instances in the mapped netlist gives less than 1% of the synthesized area. The region available for standard cell placement spans ~130000 um2. The number of warnings in the stage logs came out at 34.

Once the clock tree was built, the setup fixing pass inserted 0 buffers. The total die size came out at between 100000 and 150000 um2. The vias after detailed routing is 29.0k. The DRC violation count after routing is 0. Each instance of the synthesized netlist takes up on average 18.8 um2. The largest net degree at the start of global routing came out at 105.

The number of ports placed on the die boundary came out at 140. The basic-gate share of the synthesized area counting and, or, nand and nor cells came out at about 2.6%. The design draws 1.27 mW. The wire length on met3 is 24200 um. The floorplan step set the die height to 361 um. The gate family responsible for the most delay along the worst path is simple AND/OR/NAND/NOR gates. The maximum buffer depth of the clock tree is 3.

After global routing the overflow that remains totals 0. The number of distinct library cells after synthesis came out at approximately 53. The number of hold violations in the final report is 0. The worst clock skew came out at 0.0332 ns. The final sum of negative setup slack came out at 0 ns.

The mapped cell area is 51500 um2. Counting the buffers created by CTS gives approximately 110. The number of antenna violations at the first check in global routing came out at 3. The critical path data arrival time is 22.74 ns. The reported max-cap violation count is 0. The clock sink count is 1098. STA classifies the critical path startpoint as an input pin. Yosys stat counts 2745 cells in the synthesized netlist. The critical path is of the input pin to register type. Summing the areas of all fa, ha and maj instances in the mapped netlist gives 0.282% of the synthesized area.

The worst slew margin relative to its limit is 31.5%. The iteration-0 DRC count of the detailed router came out at 1848. The insertion delay of the later-clocked pin in the worst-skew pair is 0.70 ns. The sum of met2 wire segment lengths after detailed routing came out at 70000 um. Setup slack on the critical path of the routed design comes to 74.16 ns. The maximum clock rate came out at 44.6 MHz. The total of warnings raised by yosys is 1. The actual slew at the worst max-slew pin came out at between 1 and 1.5 ns. The total track usage came out at about a quarter. The clock tree synthesis step divided the H-tree into 3 levels. The maximum VDD drop came out at between 0.015 and 0.02 mV.
[placed cells by master (no fill, tap or decap), types with 7 or more instances in the layout]
| cell | instances |
|---|---|
| sky130_fd_sc_hd__clkinv_2 | 24 |
| sky130_fd_sc_hd__mux2i_1 | 162 |
| sky130_fd_sc_hd__ha_1 | 8 |
| sky130_fd_sc_hd__o21ai_0 | 13 |
| sky130_fd_sc_hd__clkdlybuf4s50_1 | 137 |
| sky130_fd_sc_hd__edfxtp_1 | 1088 |
| sky130_fd_sc_hd__a21oi_1 | 42 |
| sky130_fd_sc_hd__buf_4 | 112 |
| sky130_fd_sc_hd__mux4_2 | 448 |
| sky130_fd_sc_hd__o21ai_1 | 23 |
| sky130_fd_sc_hd__nor3_2 | 32 |
| sky130_fd_sc_hd__a221o_1 | 63 |
| sky130_fd_sc_hd__a222oi_1 | 32 |
| sky130_fd_sc_hd__clkbuf_16 | 116 |
| sky130_fd_sc_hd__a221oi_1 | 32 |
| sky130_fd_sc_hd__clkinvlp_4 | 7 |
| sky130_fd_sc_hd__nand3_1 | 71 |
| sky130_fd_sc_hd__mux2_2 | 158 |
| sky130_fd_sc_hd__dfxtp_1 | 8 |
| sky130_fd_sc_hd__o22ai_1 | 97 |
| sky130_fd_sc_hd__bufinv_16 | 13 |
| sky130_fd_sc_hd__clkbuf_1 | 15 |
| sky130_fd_sc_hd__clkinv_1 | 23 |
| sky130_fd_sc_hd__nor2_1 | 21 |
| sky130_fd_sc_hd__xnor2_1 | 8 |
| sky130_fd_sc_hd__nand2_1 | 148 |
[path summary, 6_finish.rpt]
kind                    startpoint                      to  slack (ns)  depth (start not counted)
max                          reset    mem[16][2]$_DFFE_PP_       74.16                          8
max reg2reg     sp[1]$_SDFFE_PP0N_  top_data[31]$_DFFE_PP_       90.61                         10
min          depth[3]$_SDFFE_PP0N_   depth[3]$_SDFFE_PP0N_        0.50                          2
min reg2reg  depth[3]$_SDFFE_PP0N_   depth[3]$_SDFFE_PP0N_        0.50                          2
[cell type report]
type / instances / area, um2
Tap cell: 1662 / 2080
Antenna cell: 1 / 2.50
Timing Repair Buffer: 253 / 2280
Multi-Input combinational cell: 1419 / 17800
Inverter: 5 / 21.3
Clock inverter: 73 / 738
Fill cell: 10300 / 68800
Sequential cell: 1098 / 32900
Clock buffer: 136 / 3030
[stage by stage]
step | cell area (um2) | instances | hold WS [ns] | utilization (%)
detailed placement | 55100 | 4437 | 0.488 | 43.1
global placement | 55100 | 4437 | 0.490 | 43.1
floorplan | 51500 | 2745 | 0.436 | -
finish | 58900 | 4647 | 0.496 | 46.1
CTS | 58900 | 4646 | 0.495 | 46.1
global route | 58900 | 4646 | 0.517 | 46.1
[Yosys cell counts, drive strengths merged, types with 3 or more instances]
cell    number  area share, %
a21oi       43           0.42
a221oi      32           0.54
nor2        25           0.18
inv          5          0.036
buf        125            1.5
a222oi      32           0.62
nand2b       3          0.036
ha          10           0.24
o22ai       97            1.2
or2          4          0.049
xor2         3          0.066
edfxtp    1088             63
nor3        38           0.38
a221o       63            1.2
mux2i      162            3.1
mux2       158            3.5
clkbuf      98           0.71
mux4       448             20
nor2b        4          0.049
o21ai       39           0.38
nand2      149            1.1
dfxtp       10           0.39
xnor2       11           0.19
a21o         3          0.044
nand3       72           0.70
a211oi       4          0.058
[worst min-delay path, stage by stage (launching register included)]
cell	delay (ns)
sky130_fd_sc_hd__dfxtp_1	0.33
sky130_fd_sc_hd__nand2_1	0.06
sky130_fd_sc_hd__a21oi_1	0.05
[state kept, by name, indices dropped and copies added, names as in the netlist]
name         flops
depth            5
second_data     32
mem           1024
top_data        32
sp               5
[logic make-up (layout without fill, tap and decap cells)]
group / Yosys count / after routing
AND-OR/OR-AND: 323 / 323
XOR/XNOR: 14 / 14
adder cells (fa/ha/maj): 11 / 11
buffers and inverters: 228 / 467
flip-flops: 1098 / 1098
multiplexers: 768 / 768
other: 0 / 1
AND/OR/NAND/NOR: 303 / 303
[layer usage]
metal  vias to the layer above  track usage [%]
met1                     14500             28.3
met3                       352             17.8
met5                         -             1.48
met4                        14             9.94
li1                      12100                -
met2                      2005             37.0
[where the power goes]
part,leakage (nW),switching [mW],total (mW),internal (mW)
logic,6.67,0.165,0.282,0.117
registers,9.90,0.00592,0.547,0.541
clock network,1.84,0.183,0.440,0.257
total,18.4,0.354,1.27,0.915
No activity file was given, so power comes from the tool's default toggle rates.
